===== /design/flow/run.sh =====
#!/bin/bash
# OpenROAD 26Q1-2900-gdf79404cd8, Yosys 0.63+post, stock flow scripts
make -C /OpenROAD-flow-scripts/flow DESIGN_CONFIG=/design/flow/config.mk WORK_HOME=/design/flow/orfs finish

===== /design/flow/config.mk =====
export PLATFORM = sky130hd
export DESIGN_NAME = DCMITxBuffer
export DESIGN_NICKNAME = DCMITxBuffer
export VERILOG_FILES = /design/flow/design.v
export SDC_FILE = /design/flow/constraint.sdc
export NUM_CORES = 4
export LEC_CHECK = 1
export CORE_UTILIZATION = 40
export SYNTH_MEMORY_MAX_BITS = 65536

===== /design/flow/constraint.sdc =====
current_design DCMITxBuffer

set clk_period 475.1
set clk_io_pct 0.2

create_clock -name clk0 -period $clk_period [get_ports {CLK}]

set non_clock_inputs [all_inputs -no_clocks]
set_input_delay [expr $clk_period * $clk_io_pct] -clock clk0 $non_clock_inputs
set_output_delay [expr $clk_period * $clk_io_pct] -clock clk0 [all_outputs]

===== /design/flow/design.v =====
`timescale 1ns / 1ps
module DCMIClkGen
    #(
        parameter DIV_BITS = 1
    )
    (
    output DCLK,   
    output CLKEN,  
    input CLK
    );
reg [DIV_BITS-1:0] clk_div;
assign CLKEN = &clk_div;
assign DCLK = clk_div[DIV_BITS-1];
always @(posedge CLK)
begin
    clk_div <= clk_div + 1;
end
endmodule
module DCMITester 
    #(
        parameter LEN_BITS = 2  
    )
    (
    input TX_START,
    output [7:0] DATA,
    output       DSYNC,
    input        CLKEN,
    input CLK
    );
reg tx_trig;
reg tx_active = 0;
reg [LEN_BITS-1:0] cnt;
assign DATA = tx_active ? cnt : 8'b0;
assign DSYNC = tx_active;
always @(posedge CLK)
begin
    if (CLKEN)
        tx_trig <= 0;
    if (TX_START) begin
        cnt <= 0;
        tx_trig <= 1;
    end
    if (CLKEN) begin
        if (tx_trig)
            tx_active <= 1;
        if (tx_active)
            cnt <= cnt + 1;
        if (&cnt)
            tx_active <= 0;
    end
end
endmodule
module DCMITxBuffer 
    #(
        parameter LEN_BITS = 10
    )
    (
    input [7:0] DI,   
    input       WR,   
    input       RST,  
    input TX_START,
    output [7:0] DATA,
    output       DSYNC,
    input        CLKEN,  
    input CLK
    );
localparam BUFF_SZ = 1 << LEN_BITS;
reg [7:0] data_buff[0:BUFF_SZ-1];
reg [LEN_BITS-1:0] data_addr;
reg tx_trig;
reg tx_active = 0;
reg [7:0] data_out;
reg [LEN_BITS-1:0] data_len;
assign DATA = tx_active ? data_out : 8'b0;
assign DSYNC = tx_active;
always @(posedge CLK)
begin
    if (RST)
        data_addr <= 0;
    if (WR) begin
        data_buff[data_addr] <= DI;
        data_addr <= data_addr + 1;
    end
    if (TX_START) begin
        tx_trig <= 1;
        data_len <= data_addr;
        data_addr <= 0;
    end
    if (CLKEN) begin
        if (tx_trig) begin
            tx_trig <= 0;
            tx_active <= 1;
            data_out <= data_buff[data_addr];
            data_addr <= data_addr + 1;
        end
        if (tx_active) begin
            data_out <= data_buff[data_addr];
            if (data_addr == data_len)
                tx_active <= 0;
            data_addr <= data_addr + 1;
        end
    end
end
endmodule
module DCMICaptureBuffer
    #(
        parameter LEN_BITS = 12,
        parameter DELAY = 8
    )
    (
    input [7:0] DI,    
    input       TRIG,  
    input TX_START,
    output [7:0] DATA,
    output       DSYNC,
    input        CLKEN,  
    input CLK
    );
localparam BUFF_SZ = 1 << LEN_BITS;
reg [7:0] data_buff[0:BUFF_SZ-1];
reg [LEN_BITS-1:0] data_addr = 0;
reg buff_full = 0;
reg start_req = 0;
reg tx_trig = 0;
reg tx_active = 0;
reg [7:0] data_out;
assign DATA = tx_active ? data_out : 8'b0;
assign DSYNC = tx_active;
integer i;
reg [7:0] data_delay[0:DELAY-1];
wire [7:0] data_delayed = data_delay[DELAY-1];
reg last_capture;
wire capturing = !buff_full && (data_addr != 0);
wire ready_to_capture = ~buff_full & ~capturing;
always @(posedge CLK)
begin
    data_delay[0] <= DI;
    for (i = 1; i < DELAY; i = i + 1)
        data_delay[i] <= data_delay[i-1];
end
always @(posedge CLK)
begin
    last_capture <= TRIG;
end
wire capture_trigger = TRIG & ~last_capture;
always @(posedge CLK)
begin
    if (ready_to_capture && capture_trigger) begin
        data_buff[data_addr] <= data_delayed;
        data_addr <= data_addr + 1;
    end
    if (capturing) begin
        data_buff[data_addr] <= data_delayed;
        data_addr <= data_addr + 1;
        if (&data_addr)
            buff_full <= 1;
    end
    if (TX_START)
        start_req <= 1;
    if (CLKEN) begin
        if (start_req && buff_full) begin
            start_req <= 0;
            tx_trig <= 1;
            data_addr <= 0;
        end
        if (tx_trig) begin
            tx_trig <= 0;
            tx_active <= 1;
            data_out <= data_buff[data_addr];
            data_addr <= data_addr + 1;
        end
        if (tx_active) begin
            data_out <= data_buff[data_addr];
            if (data_addr == 0) begin
                tx_active <= 0;
                buff_full <= 0;
            end else
                data_addr <= data_addr + 1;
        end
    end
end
endmodule

==> summary.txt <==
Here are the numbers from the latest Yosys + OpenROAD run.

The run finished with clean final reports. The worst setup path is launched from an input pin. The number of standard-cell rows in the floorplan came out at 327.

Per the CTS log, the root buffer master is sky130_fd_sc_hd__clkbuf_16. In this run the standard cell core region covers 793000 sq um. The post-synth count of flops with an enable pin is 8211. The number of distinct library cells after synthesis came out at 73.

The first global-routing pass estimated 1380 mm of wire. The share of the core filled with cells in the final layout came out at 45.2%. The overall routing resource usage is 27.1%. The number of remaining DRC errors came out at 0. TritonCTS reports the number of clock sinks as 8222.

The overflow left after global routing is 0. The final worst-path cycle share came out at 20.7%. In the layout the commonest cells are 8211 x sky130_fd_sc_hd__edfxtp_1, 2104 x sky130_fd_sc_hd__mux2i_1, 1273 x sky130_fd_sc_hd__nor2_1, 1031 x sky130_fd_sc_hd__mux4_2, 818 x sky130_fd_sc_hd__clkbuf_16.

The number of fillers in the final layout came out at 65600. The overall via count from detail_route is 164000. The met1 track demand over resource in global routing is 29.0%. The critical path required time is 475.99 ns. Setup repair after global routing left no endpoint under its margin. TritonCTS built the clock tree. The fmax is 10.1 MHz. At the later pin of the worst-skew pair, clock insertion delay measures 1.22 ns. The cell area after placement is 332000 sq um. The post-route cell area came out at 358000 sq um. The detailed-placement wirelength estimate is 627 mm. The number of max-cap violations is 0. The vias per cell is 5.84. The post-route antenna net violation count is 0. Checking hold timing, the worst path is listed with class reg -> reg. The number of cells on the worst hold path is 1. Hold repair after CTS inserted 0 buffers. The floorplan step records an initial core utilization of 40.1%. The accumulated negative setup slack came out at 0 ns. The path depth of the worst reg2reg path came out at 14. OpenROAD emitted warnings numbering 29. The first detailed-routing pass ran for 8 iterations. The final number of max-transition violations came out at 0. The average instance in the mapped netlist occupies 19.5 sq um. The final weighted congestion in routability-driven placement came out at 0.959. The part of the Yosys area used for sequential elements came out at 77.6%. In this run the power density over the cells is 4.54 nW/um^2. The end of the worst register-to-register path is data_out[3]. Looking at the global route congestion table, the highest-usage layer is met2.

In this run the most critical hold path is launched from tx_trig. The worst setup path is captured at a flip-flop. Summed over all cells, the static leakage comes to 109 nW. The floorplan step defined a die boundary enclosing 799000 sq um. The chip area from the yosys synthesis statistics came out at 318000 sq um. In this run, synthesis produced a sequential element count of 8222. The number of failing hold endpoints at the final stage came out at 0. The number of buffers created by CTS came out at 809. In this run, post-CTS repair resized a total of 0 instances. Entering global routing, the biggest net connects 98 pins. For this run, asynchronously set or reset flops after synthesis account for 0%.

Pin placement for this block handled 22 I/O pins. The DRC violation total after the first TritonRoute iteration is 12900. The via count of the first global-routing pass is 179000. The dominant synthesized flop cell is sky130_fd_sc_hd__edfxtp_1. IR analysis of the VDD net gives a maximum drop of 0.00000423 V. By instance count after routing, the leading logic cell type is sky130_fd_sc_hd__edfxtp_1. The type of the worst setup path is in -> reg. The per-cell routed wire length came out at 35.2 microns.

The yosys warning tally came out at 1. The share of layout cells above drive strength 1 came out at 17.2%. The signed area change from the synthesized netlist to the final layout came out at 12.7%. The global routing report lists met2 layer usage as 36.8%. In this run the tool buffered the top-level ports with 21 buffer cells. The actual slew at the worst max-slew pin came out at 1.16 ns. The initial antenna violation count is 99. The cell total after placement is 26400. The startpoint identified for the worst register-to-register timing path is data_addr[1]. The die boundary height is 894 microns.

The data arrival time reported for the critical path is 99.45 ns. The clock period minus worst slack came out at 98.56 ns. The end point of the worst hold path is tx_trig. Per the repair_timing log after CTS, setup buffers inserted total 0. The die outline width came out at 894 microns. The worst slew margin relative to its limit came out at 22.9%. The met3 global-route usage is 25.2%.

The cell total in the yosys stat output came out at 16300. Once layout is complete, the cells apart from fillers number 28100. After layout, the setup clock skew is reported as 0.0895 ns. The number of buffers between clock root and the deepest sink came out at 4. The reg-to-reg setup timing slack came out at 466.02 ns. Per the finish-stage timing summary, setup violations number 0.

The synthesized netlist occupies a cell area of 318000 sq um. Per the timing report, the biggest fanout along the worst path comes to 46. The total wire length came out at 990 mm.

The H-tree depth reported by CTS came out at 6. The timing report gives the clock slew at the launch and capture registers of the worst setup and hold paths as 0.06 ns. The number of cells produced by synthesis came out at 16300.
## state kept, by name, summed over array words and instances, names as in the netlist
signal     count
tx_trig        1
data_addr     10
data_out       8
data_len      10
data_buff   8192
tx_active      1
## critical path, cell delays in order
cell and delay, ns:
sky130_fd_sc_hd__buf_8 0.25, sky130_fd_sc_hd__buf_4 0.58, sky130_fd_sc_hd__buf_4 0.62, sky130_fd_sc_hd__buf_4 0.59
sky130_fd_sc_hd__buf_4 0.41, sky130_fd_sc_hd__buf_4 0.56, sky130_fd_sc_hd__buf_4 0.60, sky130_fd_sc_hd__buf_4 0.53
## metrics by stage
step	total power, mW	hold slack [ns]	worst slack (ns)
finish	1.63	0.499	376.55
global route	1.67	0.524	376.35
detailed placement	1.00	0.499	375.38
floorplan	0.934	0.406	378.41
global placement	1.00	0.496	375.39
CTS	1.63	0.507	376.57
## cell usage after synthesis, types with 26 or more instances
cell type                  count  area [sq um]
sky130_fd_sc_hd__buf_2       324          1620
sky130_fd_sc_hd__clkbuf_1    390          1460
sky130_fd_sc_hd__nor4_1      170          1060
sky130_fd_sc_hd__buf_1        64           240
sky130_fd_sc_hd__a31oi_1      36           225
sky130_fd_sc_hd__nor3_1       26           130
sky130_fd_sc_hd__a211oi_1    118           886
sky130_fd_sc_hd__o21bai_1     61           458
sky130_fd_sc_hd__nor2_1     1278          4800
sky130_fd_sc_hd__buf_6       127          1430
sky130_fd_sc_hd__a221oi_1     71           622
sky130_fd_sc_hd__o21ai_0     186           931
sky130_fd_sc_hd__or4_1        57           428
sky130_fd_sc_hd__buf_4       160          1200
sky130_fd_sc_hd__nand2_1     258           968
sky130_fd_sc_hd__edfxtp_1   8211        247000
sky130_fd_sc_hd__mux4_2     1031         23200
sky130_fd_sc_hd__nand3_1     170           851
sky130_fd_sc_hd__mux2i_1    2104         21100
sky130_fd_sc_hd__a22oi_1     215          1610
sky130_fd_sc_hd__a21oi_1     124           621
sky130_fd_sc_hd__o22ai_1     803          5020
## power breakdown
part | switching [mW] | total, mW | internal (mW)
logic | 0.122 | 0.191 | 0.0691
clock network | 0.275 | 0.637 | 0.362
registers | 0.00119 | 0.800 | 0.798
## area by class of cell
| class | instances | area (sq um) | area share (%) |
|---|---|---|---|
| sequential | 8222 | 247000 | 68.9 |
| multi-input combinational | 7004 | 66000 | 18.4 |
| clock buffer | 963 | 21000 | 5.86 |
| tap | 10500 | 13200 | 3.67 |
| timing repair buffer | 685 | 5640 | 1.57 |
| clock inverter | 526 | 5340 | 1.49 |
| antenna | 169 | 423 | 0.118 |
| inverter | 6 | 37.5 | 0.0105 |
## kinds of logic (layout without fill, tap and decap cells)
group / after synthesis / count (layout) / synth area share (%)
DFF: 8222 / 8222 / 77.6
muxes: 3158 / 3158 / 14.0
and+or+nand+nor: 2052 / 2052 / 2.81
AOI/OAI and AO/OA: 1779 / 1779 / 3.71
buffers and inverters: 1072 / 2180 / 1.88
xor gates and xnor gates: 11 / 11 / 0.0303
adders and majority gates: 4 / 4 / 0.0157
other: 0 / 169 / 0
## worst max-delay path by stage
| stage | endpoint | cells after the start | start |
|---|---|---|---|
| after CTS | data_buff[481][7] | 8 | DI[7] |
| after global routing | data_buff[488][7] | 8 | DI[7] |
| final | data_buff[481][7] | 8 | DI[7] |
## per-layer routing
metal	part of all wire (%)	vias to the layer above	routed length, microns
met4	5.3	189	52000
li1	-	67800	-
met1	30	81400	293000
met2	44	12400	434000
met5	0.43	-	4220
met3	21	2149	207000
No activity file was given, so power comes from the tool's default toggle rates.
