### ./run.sh
#!/bin/bash
# OpenROAD 26Q1-2900-gdf79404cd8, Yosys 0.63+post, stock flow scripts
make -C /OpenROAD-flow-scripts/flow DESIGN_CONFIG=/design/flow/config.mk WORK_HOME=/design/flow/orfs finish
### ./config.mk
export PLATFORM = sky130hd
export DESIGN_NAME = SPIGate
export DESIGN_NICKNAME = SPIGate
export VERILOG_FILES = /design/flow/design.v
export SDC_FILE = /design/flow/constraint.sdc
export NUM_CORES = 4
export LEC_CHECK = 1
export CORE_AREA = 10 10 94 94
export DIE_AREA = 0 0 104 104
### ./constraint.sdc
current_design SPIGate

set clk_period 2.0
set clk_io_pct 0.2

create_clock -name clk0 -period $clk_period [get_ports {CLK}]

set non_clock_inputs [all_inputs -no_clocks]
set_input_delay [expr $clk_period * $clk_io_pct] -clock clk0 $non_clock_inputs
set_output_delay [expr $clk_period * $clk_io_pct] -clock clk0 [all_outputs]
### ./design.v
module SPIGate(
    input  SCLK,
    input  MOSI,
    output MISO,
    input  nCS,
    output [7:0]  RXD,   
    input  [7:0]  TXD,   
    output [7:0]  ADDR,  
    output        SEL,   
    output        RXE,   
    input         CLK
    );
parameter CS_FLT_TAPS = 3;
reg [CS_FLT_TAPS-1:0] cs_flt;
reg cs_in;
reg sclk_in;
reg data_in;
reg last_sclk;
always @(posedge CLK)
begin
    cs_flt <= {cs_flt[CS_FLT_TAPS-2:0], ~nCS};
    if (cs_flt == 'b1)
        cs_in <= 1;
    if (cs_flt == 'b0)
        cs_in <= 0;
    sclk_in <= SCLK;
    data_in <= MOSI;
    last_sclk <= sclk_in;
end
wire sclk_edge = sclk_in && sclk_in != last_sclk;
reg[7:0] address;
reg[3:0] address_bits;
wire     address_valid = address_bits[3];
always @(posedge CLK)
begin
    if (!cs_in)
        address_bits <= 0;
    else if (!address_valid && sclk_edge) begin
        address <= {address[6:0], data_in};
        address_bits <= address_bits + 1;
    end;
end
assign ADDR = address;
reg[7:0]  data;
reg[3:0]  data_bits;
wire data_valid = data_bits[3];
reg  need_data;
reg  load_data;
reg  selected;
always @(posedge CLK)
begin
    if (!cs_in) begin
        data_bits <= 0;
        need_data <= 0;
        load_data <= 0;
        selected  <= 0;
    end else if (address_valid) begin
        if (sclk_edge) begin
            data <= {data[6:0], data_in};
            data_bits <= data_bits + 1;
        end;
        selected <= 1;
        if (data_valid)
            data_bits <= 0;
        need_data <= 0;
        if (!selected || data_valid)
            need_data <= 1;
        load_data <= need_data;
        if (load_data)
            data <= TXD;
    end
end
assign MISO = data[7];
assign SEL  = selected;
assign RXD  = data;
assign RXE  = data_valid;
endmodule
module IOPort8
    #(
        parameter ADDRESS = 0,  
        parameter  ONE_SHOT = 0
    )
    (
    input  [7:0]  DI,       
    output [7:0]  DO,       
    output        STRB,     
    output        STRT,     
    output        DONE,     
    input  [7:0]  RXD,   
    output [7:0]  TXD,   
    input  [7:0]  ADDR,  
    input         SEL,   
    input         RXE,   
    input         CLK
    );
reg [7:0] data_rx;
assign DO = data_rx;
wire addr_valid = SEL && ADDR == ADDRESS;
assign TXD = addr_valid ? DI : 8'bz;
reg strobe;
assign STRB = strobe;
reg selected;
assign STRT = addr_valid & ~selected;
assign DONE = ~addr_valid & selected;
always @(posedge CLK)
begin
    selected <= addr_valid;
    strobe <= 0;
    if (ONE_SHOT)
        data_rx <= 'b0;
    if (RXE && addr_valid) begin
        data_rx <= RXD;
        strobe <= 1;
    end
end
endmodule
module IOPort16
    #(
        parameter ADDRESS = 0,  
        parameter  ONE_SHOT = 0
    )
    (
    input  [15:0] DI,       
    output [15:0] DO,       
    output        STRB,     
    input  [7:0]  RXD,   
    output [7:0]  TXD,   
    input  [7:0]  ADDR,  
    input         SEL,   
    input         RXE,   
    input         CLK
    );
reg [15:0] data_rx;
reg [15:0] data_out;
assign DO = data_out;
reg strobe;
assign STRB = strobe;
reg got_byte;
wire addr_valid = SEL && ADDR == ADDRESS;
assign TXD = addr_valid ? (!got_byte ? DI[7:0] : DI[15:8]) : 8'bz;
always @(posedge CLK)
begin
    strobe <= 0;
    if (ONE_SHOT)
        data_out <= 'b0;
    if (!addr_valid && got_byte) begin
        got_byte <= 0;
        data_out <= data_rx;
        strobe <= 1;
    end
    if (RXE && addr_valid) begin
        if (!got_byte)
            data_rx[7:0] <= RXD;
        else
            data_rx[15:8] <= RXD;
        got_byte <= 1;
    end
end
endmodule
==> out/summary.rpt <==
STATUS
----------------------------------------------------------------------------
Status                                                          finished clean

FINAL TIMING
----------------------------------------------------------------------------
Min Hold Slack                                                      350.7 ps
Hold violation total from the final report                                 0
Highest clock rate                                                 610.3 MHz
Max-slew violation total from the final report                             0
Number of failing setup endpoints in the final timing report               0
Worst Skew                                                          5.269 ps
Setup TNS after final layout                                            0 ps
Least-Margin Pin Slew                                               494.2 ps
Max-slew headroom                                                     67.01%
RSZ-0062 raised after global routing                                      no
Final cycle utilization of the critical path                          81.92%
Time the worst path needs with I/O delays and setup                  1638 ps

FLOORPLAN
----------------------------------------------------------------------------
Core Region                                                     0.006832 mm^2
Top-Level Pins                                                            31
Die y size                                                            104 um
Initial Utilization                                                   18.61%
X dimension of the die                                                104 um
Number of standard-cell rows in the floorplan                             30
Floorplan die area                                              0.01082 mm^2

CTS
----------------------------------------------------------------------------
Master cell of the clock root buffer                            sky130_fd_sc_hd__clkbuf_8
Number of buffers inserted by post-CTS setup repair                        0
Number of sinks driven by the clock tree                                  34
Latest clock arrival within the worst-skew pair                       280 ps
Cts hold-fix bufs                                                          0
Clock buffer count from CTS                                                5
Count of cells resized by post-cts repair                                  0
H-tree levels                                                              2
Clock slew at reported path FFs                                        60 ps
CTS tree                                                                done
Number of buffers between clock root and the deepest sink                  2

FINISH
----------------------------------------------------------------------------
Area growth syn-to-layout                                             39.08%
Commonest cells after routing, fill and taps aside              30 x sky130_fd_sc_hd__clkdlybuf4s50_1, 18 x sky130_fd_sc_hd__dfxtp_1, 16 x sky130_fd_sc_hd__edfxtp_1, 8 x sky130_fd_sc_hd__mux2_1, 6 x sky130_fd_sc_hd__clkbuf_8
Final core utilization                                                25.88%
Fraction of layout instances using a drive strength above 1           8.871%
Top cell excl fill/tap                                          sky130_fd_sc_hd__clkdlybuf4s50_1

DRT
----------------------------------------------------------------------------
DRC violation total after the first TritonRoute iteration                 24
First-pass iteration count of the detailed router                          4
Antenna Nets Post-Route                                                    0
Routed wire length                                                   2306 um
DRC violations left                                                        0
Via Count                                                                774
Routed length per instance                                          10.48 um
Diode count                                                                0
Routed via count divided by cell count                                 3.518

CRITICAL PATH
----------------------------------------------------------------------------
Worst setup path category                                       register to output port
WP buf/inv                                                                 1
Crit path cell chain                                            clkdlybuf4s50_1
R2R Setup Slk                                                         520 ps
Cell class contributing the biggest share of worst-path delay   buffers and inverters
Slowest stage cell, crit path                                   sky130_fd_sc_hd__clkdlybuf4s50_1
Crit Reg-Reg Startpoint                                         address_bits[3]
Endpoint of the worst-slack reg-to-reg timing path                address[1]
Worst Path Required                                                  1600 ps
Largest fanout on the critical path                                        7
Critical path's largest stage delay                                   520 ps
Kind of end point of the critical path                           output port
Startpoint kind of the worst setup timing path                      register
Worst r2r path cells                                                       2
Critical path data arrival time                                      1240 ps

POWER AND IR DROP
----------------------------------------------------------------------------
Total power density per cell area                               753.9 mW/mm^2
Leakage power summed over all cells                                0.6370 nW
Worst-case vdd ir drop                                             0.4298 mV

LOGIC SYNTHESIS
----------------------------------------------------------------------------
Count of yosys warnings during synthesis                                   3
Register bit count reported by yosys                                      34
Average footprint of a synthesized cell                           14.45 um^2
Number of instances in the synthesized netlist                            88
Chip area line of the yosys report                              0.001271 mm^2
Ys cells                                                                  88
Cell variety after synth                                                  33
Post-synth design cell area                                     0.001271 mm^2
Seq/Total Area, Yosys                                                 66.14%

MIN PATH
----------------------------------------------------------------------------
Sink of the worst hold path                                        cs_flt[1]
Count of cells along the worst hold path                                   0
Class of the tightest hold or removal check                     register to register
Startpoint of the most critical hold path                          cs_flt[0]

JOB
----------------------------------------------------------------------------
OpenROAD warning count                                                    25
Max-cap viol count                                                         0

PLACE
----------------------------------------------------------------------------
RePlAce Congestion                                                    0.7772
Port bufs                                                                 30
Final HPWL from detailed placement                                   1708 um

GRT
----------------------------------------------------------------------------
Wire length of the first global-routing pass                         3877 um
Leftover overflow at the end of global routing                             0
Overall global routing resource usage                                 4.263%
Antenna violations before repair                                           0
Pin count of the biggest net entering global routing                      15
Vias in the first global route                                           767

==> metrics by stage <==
stage | std cells | instance area, um^2 | power, mW | worst slack, ps
3_3_place_gp | 212 | 1678 | 0.8496 | 544.8
3_5_place_dp | 212 | 1678 | 0.8498 | 499.1
4_1_cts | 220 | 1768 | 1.350 | 332.1
5_1_grt | 220 | 1768 | 1.388 | 285.0
6_report | 220 | 1768 | 1.333 | 361.6
2_1_floorplan | 88 | 1271 | 0.8035 | 755.6
==> logic make-up (layout without fill, tap and decap cells) <==
logic type / count (synthesis) / count (layout) / synth area share, %
flops: 34 / 34 / 66.14
simple gates: 21 / 21 / 10.93
compound gates: 12 / 12 / 7.086
mux: 12 / 12 / 10.33
buf+inv: 6 / 42 / 2.855
fa+ha+maj: 2 / 2 / 1.968
xor+xnor: 1 / 1 / 0.6891
==> layout make-up <==
class,count,area [um^2]
timing repair buffer,32,315.3
fill,721,5064
clock buffer,8,90.09
multi-input combinational,48,394.1
sequential,34,840.8
tap,96,120.1
inverter,2,7.507
==> sequential cells by signal, summed over array words and instances, names as in the netlist, 3 cells and up <==
signal        flops
address           8
data              8
address_bits      4
data_bits         4
cs_flt            3
==> metal layers <==
layer / GRT usage (%) / share of wire [%] / wire (um) / vias to the layer above
met2: 4.775 / 32 / 734 / 35
met5: 0 / 0 / 0 / -
met4: 0.6958 / 1.2 / 28 / 0
li1: - / - / - / 386
met3: 2.444 / 11 / 253 / 4
met1: 6.743 / 56 / 1289 / 349
==> worst max path at each step <==
stage,from,endpoint,slack [ps],cells past startpoint
after CTS,data_bits[3],RXE,330,1
after global routing,data_bits[3],RXE,290,1
final,data_bits[3],RXE,360,1
==> power by group <==
part	leakage, nW	switching [mW]	internal [mW]	total, mW
logic	0.298	0.0206	0.0475	0.0682
clock network	0.0455	0.219	0.280	0.499
registers	0.293	0.0187	0.747	0.766
total	0.637	0.258	1.07	1.33
==> synthesized netlist by cell type, drive strengths merged <==
library cell | instances | area [um^2]
dfxtp | 18 | 360.4
edfxtp | 16 | 480.5
mux2 | 9 | 101.4
buf | 4 | 28.78
nor2b | 4 | 27.53
and2 | 3 | 18.77
mux2i | 3 | 30.03
nand2 | 3 | 11.26
nor2 | 3 | 11.26
nor3b | 3 | 33.78
a31oi | 2 | 12.51
ha | 2 | 25.02
inv | 2 | 7.510
o21a | 2 | 15.01
o21ai | 2 | 10.00
a21bo | 1 | 10.01
a31o | 1 | 8.760
a41oi | 1 | 8.760
and2b | 1 | 7.510
and3 | 1 | 6.260
nand2b | 1 | 6.260
nand3 | 1 | 5.000
nand4bb | 1 | 11.26
o211a | 1 | 10.01
o22ai | 1 | 6.260
o31a | 1 | 8.760
xor2 | 1 | 8.760
Power figures rest on the tool's default switching activity, not on a simulated workload.
